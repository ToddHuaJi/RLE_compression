[/design/flow/design.v]
module rle_enc (clk, rst, rd_req , recv_ready ,send_ready, in_data , out_data, end_of_stream ,wr_req);
input clk,rst; 				 
input recv_ready,send_ready;		 
input [7:0] in_data;			 
input end_of_stream ;			 
output [23:0] out_data;			 
output rd_req,wr_req;			 
reg rd_reg,wr_reg;			 
reg [22:0] bit_count;			 
reg [3:0] shift_count;			 
reg value_type;				 
reg [7:0] shift_buf;			 
reg [3:0] state;
reg [3:0] next_state;
reg new_bitstream; 			 
parameter INIT  = 4'b0000,REQUEST_INPUT = 4'b0001,WAIT_INPUT = 4'b0010,COUNT_BITS = 4'b0011,
SHIFT_BITS = 4'b0100,COUNT_DONE = 4'b0101,WAIT_OUTPUT = 4'b0110, RESET_COUNT = 4'b0111, READ_INPUT  = 4'b1000;
always @(state or recv_ready or send_ready or end_of_stream or bit_count or new_bitstream or shift_count) begin
	case(state)
		INIT: begin
			next_state = REQUEST_INPUT;
		end
		REQUEST_INPUT: begin
			if(recv_ready) next_state = WAIT_INPUT;
			else if(end_of_stream  && bit_count) next_state = COUNT_DONE;
			else next_state = REQUEST_INPUT;
		end
		WAIT_INPUT: next_state = READ_INPUT ;
		READ_INPUT : next_state = COUNT_BITS;
		COUNT_BITS: next_state = SHIFT_BITS;
		SHIFT_BITS:
		begin
			if(new_bitstream) next_state = COUNT_DONE;
			else begin
				if(shift_count == 7) next_state = REQUEST_INPUT;
				else next_state = COUNT_BITS;
			end
		end
		COUNT_DONE:
		begin
			if(send_ready) next_state = WAIT_OUTPUT ;
			else next_state = COUNT_DONE;
		end
		WAIT_OUTPUT : next_state = RESET_COUNT ;
		RESET_COUNT : begin
			if(end_of_stream ) next_state = INIT;
			else next_state = COUNT_BITS;
		end
		default: next_state = INIT;
	endcase
end
always @(posedge clk) begin
	if(rst) state <= INIT;
	else state <= next_state;
	case(state)
	INIT: begin
		rd_reg <= 0;
		wr_reg <= 0;
		bit_count <= 0;
		shift_buf <= 0;
		new_bitstream <=1;
	end
	REQUEST_INPUT: begin
		shift_count <= 0;
		rd_reg <= 1;
	end
	WAIT_INPUT: begin
		rd_reg <= 0;
	end
	READ_INPUT : begin
		shift_buf <= in_data;
	end
	COUNT_BITS: begin
		if(new_bitstream) begin
		value_type <= shift_buf[0];
		new_bitstream <= !new_bitstream;
		bit_count <= bit_count + 1;
		end
		else begin
			if(shift_buf[0] == value_type) begin 
			bit_count <= bit_count +1;
			end
			else begin 
			new_bitstream <= 1;
			end
		end
	end
	SHIFT_BITS: begin
		if(!new_bitstream) begin
		shift_buf <= (shift_buf >> 1);
		shift_count <= shift_count + 1;
		end
	end
	COUNT_DONE: begin
		wr_reg <= 1;
	end
	WAIT_OUTPUT : begin
		wr_reg <= 0;
	end
	RESET_COUNT : begin
		bit_count <= 0;
	end
	endcase
end
assign rd_req = rd_reg;
assign wr_req = wr_reg;
assign out_data[23] = value_type;
assign out_data[22:0] = bit_count[22:0];
endmodule
[/design/flow/run.sh]
#!/bin/bash
# OpenROAD 26Q1-2900-gdf79404cd8, Yosys 0.63+post, stock flow scripts
make -C /OpenROAD-flow-scripts/flow DESIGN_CONFIG=/design/flow/config.mk WORK_HOME=/design/flow/orfs finish
[/design/flow/config.mk]
export PLATFORM = sky130hd
export DESIGN_NAME = rle_enc
export DESIGN_NICKNAME = rle_enc
export VERILOG_FILES = /design/flow/design.v
export SDC_FILE = /design/flow/constraint.sdc
export NUM_CORES = 4
export LEC_CHECK = 1
export CORE_UTILIZATION = 50
[/design/flow/constraint.sdc]
current_design rle_enc

set clk_period 4.1
set clk_io_pct 0.2

create_clock -name clk0 -period $clk_period [get_ports {clk}]

set non_clock_inputs [all_inputs -no_clocks]
set_input_delay [expr $clk_period * $clk_io_pct] -clock clk0 $non_clock_inputs
set_output_delay [expr $clk_period * $clk_io_pct] -clock clk0 [all_outputs]
==> results.txt <==
Results of the flow run.

In this run the layout overhead on the synthesized area is reported as 20.6%. The synth_stat.txt file lists the number of cells as 218. The detail-routed via count per cell stands at between 5 and 6. The core utilization at floorplan stands at between 50 and 60%.

The worst setup path is launched from a register. The signal on the critical path passes through nand3_2 -> or4_1 -> or4_1 -> a21oi_1. The layout summary lists the proportion of cells stronger than drive strength 1 as 5.95%. The all-layer global routing usage stands at 20.5%. The mean instance size in the synthesized netlist stands at between 10 and 15 um^2. Ranked by flip-flop count, first place goes to bit_count. Per the final timing report, the hold violations number 0.

In the Yosys report, the sequential cells make up 56.8% of the chip area. The placeable core area stands at 4470 um^2. The upper clock frequency limit stands at 0.467 GHz. The synthesis stat section lists a flop and latch total of 48. For this design the top-level I/O count stands at 39. The clock sink count stands at roughly 48. The total clock buffers created by CTS stands at 5. The yosys warning tally stands at 1. Yosys mapped the design onto ~42 distinct sky130hd cell types. Final hold analysis gives a worst-case slack of 479 ps. The final antenna diode tally reported by the flow is 0. The synthesis report names the predominant flop master as sky130_fd_sc_hd__edfxtp_1. Clock latency on the worst-skew pair, taken at its later pin, is 290 ps. The first routing iteration left 106 violations. The number of iterations in the first detailed-routing pass stands at 19.

Per STA, the highest per-stage delay on the worst path measures roughly 730 ps. The final timing summary puts the cycle share of the worst path at 52.2%. The total die size stands at slightly above 5000 um^2.

The initial antenna violation count stands at 0. Counting along the longest clock path gives a buffer depth of 2. The timing report shows the most common cell along the critical path to be sky130_fd_sc_hd__or4_1. The register with the most flip-flops in the layout has 23 of them. The buffer_ports step reported a buffer count of 38. The flow ran to the end, and the final reports show no timing, DRC or antenna violations.

Per the CTS log, the maximum H-tree level is 2. The number of flops mapped to enable cells by yosys stands at 39. STA puts the critical path data required time at between 4000 and 5000 ps. Setup repair after global routing left no endpoint under its margin. The post-layout minimum cycle time stands at 2140 ps.

The total setup buffers inserted after CTS stands at 0. The worst setup path is of the register to register kind. Per the run summary, max-cap violations total 0. The via count stands at 1764. The peak ir drop on the vdd network stands at 197 uV. Max-slew check failures listed in the final report amount to 0. The root buffer cell chosen for the clock tree is sky130_fd_sc_hd__clkbuf_8.

The die height stands at 71.0 um. In the synthesized netlist, the number of instances is 218. For this design the static power due to leakage is about 0.001 uW. The wire length after detailed routing stands at 4.51 mm. Per the slew report, the remaining headroom to the max-slew limit stands at 49.6%. Dividing the detail-routed wire length by the instance count gives 14.8 um. The global-route wire length before repair stands at 7.74 mm. The floorplan step set the die width to between 70 and 80 um. The power density of the placed cells stands at about 340 nW/um^2. The detailed-route DRC error count stands at 0.

The cell area that synthesis handed to floorplanning was 2380 um^2. The clock edge transition at the registers on the reported setup and hold paths stands at ~80 ps. The slowest stage of the critical path belongs to the cell sky130_fd_sc_hd__or4_1. The worst setup path is captured at a register. The slew at the pin closest to its max-slew limit stands at 749 ps. The total congestion overflow after global routing stands at 0. The number of OpenROAD warnings stands at 27.

In the final layout, the registers with the most flip-flops are bit_count: 23 flops, state: 9 flops, shift_buf: 8 flops. The number of global-route vias before repair stands at 1690. Broken down by cell family, the worst path's largest delay share belongs to simple AND/OR/NAND/NOR gates. The setup TNS stands at 0 ps. Once detail routing completed, the nets flagged for antenna violations numbered 0.

The number of setup violations in the final report stands at 0. For this run, asynchronously set or reset flops after synthesis account for 0%. The final clock skew stands at between 6 and 7 ps.

The weighted congestion at the end of routability-driven global placement stands at around 0.85. Gates resized during post-CTS repair numbered 0. Buffers inserted to repair hold after CTS numbered 0. The path class of the tightest hold or removal check is register to register. The critical path maximum fanout is 9.

Entering global routing, the biggest net connects 24 pins. The synthesis area per yosys stands at 2380 um^2. Data on the critical path arrives at its endpoint at 2280 ps.

Detailed placement ended at an HPWL of 3.07 mm. The number of placement rows stands at 24. TritonCTS built the clock tree. The critical path contains buffers and inverters numbering 0 combined.
power breakdown:
group	switching, uW	internal, uW	leakage (uW)
combinational	38.5	61.0	0.000485
clock	142	154	0.0000515
sequential	35.5	558	0.000468
worst reg2reg max path, cell delays in order (launching register included):
cell and delay, ps:
sky130_fd_sc_hd__edfxtp_1 490, sky130_fd_sc_hd__nand3_2 160, sky130_fd_sc_hd__or4_1 730, sky130_fd_sc_hd__or4_1 460, sky130_fd_sc_hd__a21oi_1 160
path summary, 6_finish.rpt:
kind / start / to / slack (ps) / depth (start not counted)
setup / recovery: bit_count[3] / bit_count[19] / 1960 / 4
hold / removal: state[4] / state[8] / 480 / 1
setup reg to reg: bit_count[3] / bit_count[19] / 1960 / 4
hold reg to reg: state[4] / state[8] / 480 / 1
synth_stat cells (3+ instances only):
cell type | n | area [um^2]
sky130_fd_sc_hd__edfxtp_1 | 39 | 1170
sky130_fd_sc_hd__nor2_1 | 27 | 101
sky130_fd_sc_hd__a21oi_1 | 13 | 65.1
sky130_fd_sc_hd__nand2_1 | 11 | 41.3
sky130_fd_sc_hd__nand3_1 | 10 | 50.1
sky130_fd_sc_hd__dfxtp_1 | 9 | 180
sky130_fd_sc_hd__xnor2_1 | 9 | 78.8
sky130_fd_sc_hd__a22o_1 | 7 | 61.3
sky130_fd_sc_hd__clkbuf_1 | 7 | 26.3
sky130_fd_sc_hd__nand4_1 | 7 | 43.8
sky130_fd_sc_hd__and2_1 | 6 | 37.5
sky130_fd_sc_hd__inv_1 | 6 | 22.5
sky130_fd_sc_hd__xor2_1 | 6 | 52.6
sky130_fd_sc_hd__nor2b_1 | 5 | 31.3
sky130_fd_sc_hd__or3_1 | 5 | 31.3
sky130_fd_sc_hd__or4_1 | 5 | 37.5
sky130_fd_sc_hd__nor3_1 | 4 | 20.0
sky130_fd_sc_hd__nor4_1 | 4 | 25.0
sky130_fd_sc_hd__o31ai_1 | 4 | 30.0
sky130_fd_sc_hd__and4_1 | 3 | 26.3
sky130_fd_sc_hd__buf_2 | 3 | 15.0
sky130_fd_sc_hd__ha_1 | 3 | 37.5
sky130_fd_sc_hd__o21ai_0 | 3 | 15.0
kinds of logic (layout without fill, tap and decap cells):
logic type | count (synthesis) | in the layout | synth area share [%]
buf+inv | 20 | 54 | 3.95
simple gates | 95 | 95 | 21.4
fa+ha+maj | 3 | 3 | 1.58
xor+xnor | 15 | 15 | 5.53
mux | 1 | 1 | 0.421
compound gates | 36 | 36 | 10.3
flops | 48 | 48 | 56.8
final cells by class:
class	instances	area, um^2
Fill cell	343	1610
Sequential cell	48	1350
Multi-Input combinational cell	150	936
Timing Repair Buffer	39	388
Clock buffer	8	100
Tap cell	52	65.1
Inverter	7	26.3
cell usage in the layout, fill, tap and decap left out, drive strengths merged, types with 2 or more instances in the layout:
cell type	instances
clkbuf	8
a21oi	13
xor2	6
nand2	11
nand3	11
and2	6
inv	6
or2	2
nor2b	5
or4	5
nor3	4
and4	3
xnor2	9
dfxtp	9
a22o	7
and3	2
o21ai	3
nor2	27
or3	5
edfxtp	39
clkdlybuf4s50	38
ha	3
o31ai	4
a31oi	2
nor4	5
a41o	2
nand4	7
layer usage:
metal | global-route usage (%) | wire [um] | up-vias
li1 | - | - | 871
met1 | 32.6 | 2040 | 833
met2 | 33.8 | 2230 | 58
met3 | 3.76 | 215 | 2
met4 | 1.56 | 21 | 0
met5 | 0 | 0 | -
metrics by stage:
| stage | setup WS, ps | power (uW) | util, % | cell area [um^2] | cells |
|---|---|---|---|---|---|
| 2_1_floorplan | 1650 | 642 | - | 2380 | 218 |
| 3_3_place_gp | 2040 | 700 | 61.8 | 2770 | 296 |
| 3_5_place_dp | 2000 | 703 | 61.8 | 2770 | 296 |
| 4_1_cts | 1960 | 1000 | 64.1 | 2870 | 304 |
| 5_1_grt | 1800 | 1040 | 64.1 | 2870 | 304 |
| 6_report | 1960 | 989 | 64.1 | 2870 | 304 |
No activity file was given, so power comes from the tool's default toggle rates.
